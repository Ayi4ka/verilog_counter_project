==> design/flow/config.mk <==
export PLATFORM = sky130hd
export DESIGN_NAME = prj_wrap
export DESIGN_NICKNAME = prj_wrap
export VERILOG_FILES = /design/flow/design.v
export SDC_FILE = /design/flow/constraint.sdc
export NUM_CORES = 4
export LEC_CHECK = 1
export CORE_UTILIZATION = 50
==> design/flow/constraint.sdc <==
current_design prj_wrap

set clk_period 4.9
set clk_io_pct 0.2

create_clock -name clk0 -period $clk_period [get_ports {clk}]

set non_clock_inputs [all_inputs -no_clocks]
set_input_delay [expr $clk_period * $clk_io_pct] -clock clk0 $non_clock_inputs
set_output_delay [expr $clk_period * $clk_io_pct] -clock clk0 [all_outputs]
==> design/flow/design.v <==
module cnt #(
    parameter DATA_WIDTH = 4,
    parameter MAX_VAL    = 4'd9
)(
    input                    clk,
    input                    rst_n,
    input                    sft_rst,
    input                    pulse_incr_in,
    output                   pulse_incr_out,
    input                    pulse_decr_in,
    output                   pulse_decr_out,
    output [DATA_WIDTH-1:0]  data_o
);
reg  [DATA_WIDTH-1:0] cnt_ff;
wire [DATA_WIDTH-1:0] cnt_incr;
wire [DATA_WIDTH-1:0] cnt_decr;
wire                  cnt_full;
wire                  cnt_empty;
wire                  incr_en;
wire                  decr_en;
assign cnt_incr = cnt_full  ? 4'b0     : (cnt_ff + 1'b1);
assign cnt_decr = cnt_empty ? MAX_VAL  : (cnt_ff - 1'b1);
assign cnt_full  = (cnt_ff == MAX_VAL);
assign cnt_empty = (cnt_ff == 4'b0);
assign incr_en = pulse_incr_in;
assign decr_en = pulse_decr_in;
always @(posedge clk or negedge rst_n)
if(~rst_n)       cnt_ff <= 4'b0;
else if(sft_rst) cnt_ff <= 4'b0;
else if(incr_en) cnt_ff <= cnt_incr;
else if(decr_en) cnt_ff <= cnt_decr;
assign data_o = cnt_ff;
assign pulse_incr_out = pulse_incr_in & cnt_full;
assign pulse_decr_out = pulse_decr_in & cnt_empty;
endmodule
module my_segm (
input [3:0] swi,
output reg [7:0] seg
);
always @*
case (swi)  
	4'h0	: seg = 8'b00111111;
	4'h1	: seg = 8'b00000110;
	4'h2	: seg = 8'b01011011;
	4'h3	: seg = 8'b01001111;
	4'h4	: seg = 8'b01100110;
	4'h5	: seg = 8'b01101101;
	4'h6	: seg = 8'b01111101;
	4'h7	: seg = 8'b00000111;
	4'h8	: seg = 8'b01111111;
	4'h9	: seg = 8'b01101111;
default: seg = 8'b0;
endcase
endmodule
module prj_wrap (
    input        clk,  
    input        rst_n,
    input  [7:0] keys,  
    output [7:0] leds,
    output [7:0] seg,
    output [3:0] dig
);
wire pulse [4:0]; 
wire [3:0] data[3:0]; 
wire [1:0] dig_sel; 
wire       fltr_p; 
wire	  inc; 
wire       kfp; 
wire pps; 
wire [7:0]  fltr_keys; 
assign fltr_keys = keys & {8{kfp}};
pulse_gen #(
	.FREQ(32'd25_000_000)  
) pulse_inst(
    .clk(clk),
    .rst_n(rst_n),
    .pulse_1s(pps), 
    .dig_sel(dig_sel),
    .dig_strb(dig),
    .pulse_fulter(kfp),
	.add_sig(fltr_p)
);
assign pulse[0] = keys[0] & pps;
genvar i;
generate
for(i = 0; i < 4; i = i + 1) begin : gen_renerate
cnt #(
    .DATA_WIDTH(4),
    .MAX_VAL    ((i % 2 == 0) ? 4'd9 : 4'h5)
) cnt0_inst(
    .clk(clk),
    .rst_n(rst_n),
	 .sft_rst(keys[1]),
    .pulse_incr_in (pulse[i]),
    .pulse_incr_out(pulse[i+1]),
    .data_o(data[i])
);
end
endgenerate
assign leds[7:1] = 7'b1111111;
my_segm mysegm_inst(
	.swi(data[dig_sel]),
	.seg(seg),
);
endmodule
module pulse_gen #(
    parameter CNT_WIDTH = 32,
    parameter FREQ      = 32'd25_000_000,
    parameter MUX_SEL   = 15, 
    parameter FLTR_SEL  = 22 
)(
    input        clk,
    input        rst_n,
    output       pulse_1s,
    output [1:0] dig_sel,
    output [3:0] dig_strb,
    output       pulse_fulter,
    output       add_sig
);
localparam MAX_VAL = FREQ - 32'b1;
reg  [CNT_WIDTH-1:0] cnt_ff;
wire [CNT_WIDTH-1:0] cnt_next;
wire                 cnt_full;
reg                  pulse_ff;
wire          [1:0]  sel;
reg                  fltr_ff;
assign cnt_full = (cnt_ff == MAX_VAL);
assign cnt_next = cnt_full ? 32'b0 : (cnt_ff + 1'b1);
always @(posedge clk or negedge rst_n)
if(~rst_n)  cnt_ff <= 32'b0;
else        cnt_ff <= cnt_next;
always @(posedge clk or negedge rst_n)
if(~rst_n)  pulse_ff <= 1'b0;
else        pulse_ff <= cnt_full;
assign sel = cnt_ff[MUX_SEL+1:MUX_SEL];
always @(posedge clk or negedge rst_n)
if(~rst_n)  fltr_ff <= 1'b0;
else        fltr_ff <= cnt_ff[FLTR_SEL];
assign pulse_fulter = ~fltr_ff & cnt_ff[FLTR_SEL];
assign pulse_1s = pulse_ff;
assign dig_sel = sel;
assign dig_strb[0] = (sel == 2'd0);
assign dig_strb[1] = (sel == 2'd1);
assign dig_strb[2] = (sel == 2'd2);
assign dig_strb[3] = (sel == 2'd3);
assign add_sig = cnt_ff[23]; 
endmodule
==> design/flow/run.sh <==
#!/bin/bash
# OpenROAD 26Q1-2900-gdf79404cd8, Yosys 0.63+post, stock flow scripts
make -C /OpenROAD-flow-scripts/flow DESIGN_CONFIG=/design/flow/config.mk WORK_HOME=/design/flow/orfs finish
==> metrics.yaml <==
status: "completed"
hp-start: "pulse_inst.cnt_ff[31]"
power.leakage_nw: 1.52
clkLatencyLatePin_ns: 0.30
hold_class: "register to register"
max_freq_mhz: 280
cts_tree: "yes"
synth_async_sr_flop_share: 1.00
wirelength_um: 6280
flop_cell: "dfrtp_1"
syn2layout_area_growth_pct: 5.38
p_per_area_nw_per_um2: 317
r2r-end: "pulse_inst.cnt_ff[20]"
startpoint_type: "register"
antenna_found_initial: 0
numSynthFlops: 49
grt_pass1_wl_um: 10700
holdPathEnd: "pulse_inst.cnt_ff[31]"
rows: 29
rsz0062_at_grt: "no"
hold_viol: 0
fp-utilization: 0.520
dieArea_um2: 6930
die_y_um: 83.3
ant_nets: 0
skew_ns: 0.00688
path_class: "register to output port"
ys_seq_frac: 0.371
cp.arrival_ns: 2.59
critical_path_buf_inv_count: 2
area_leaders: "dfrtp_1, ha_1, xnor2_1, a21oi_1, nand3_1"
dp.final_hpwl_um: 4410
post_cts_buffers: 0
cts_root_buffer: "clkbuf_8"
cp.required_ns: 3.92
drc: 0
avgSynthCellArea_um2: 9.32
io_pins: 30
synthCells: 354
yosys-stat-cells: 354
synth_area_um2: 3300
ir_worst_vdd_mv: 0.234
grt_overflow: 0
port_buffers: 14
path_cells: "mux4_2, ha_1, inv_1, o21ai_0, clkdlybuf4s50_1"
clock-sinks: 49
cp_slowest_cell: "mux4_2"
ys_area_um2: 3300
h-tree-depth: 2
place_congestion: 0.814
grt_max_degree: 50
worst_pin_slew_ns: 0.631
drive_gt1_frac: 0.0613
fin_tns_setup_ns: 0
synth_warnings: 10
r2r_start: "pulse_inst.cnt_ff[8]"
yosysTopAreaCell: "dfrtp_1"
slew-limit-headroom: 0.579
common_cells: "dfrtp_1, a21oi_1, ha_1, nor2_1"
numCtsBuffers: 5
clock_path_buffers: 2
die_w_um: 83.3
initialDrtViolationCount: 115
synthMostInstantiatedCell: "dfrtp_1"
warning_count: 46
synth_top_area_share: 0.371
yosysUniqueCellTypes: 55
grtUsageTotal: 0.194
min_path_cells: 1
finalSetupViolations: 0
slew_violations: 0
critPathCaptureType: "output port"
r2r_slack_ns: 2.98
num_antenna_cells: 0
vias: 2492
min_period_ns: 3.57
viasPerCell: 5.72
fillers: 554
post-route-period-util: 0.729
edf_count: 0
drv_cap: 0
grt_pass1_vias: 2201
post-route-util: 0.548
crit_path_max_incr_delay_ns: 0.68
first_pass_iters: 4
core_area_um2: 6350
reg2regPathDepth: 5
cts_hold_buf: 0
wl_per_cell_um: 14.4
cts.clk_slew.worst_paths_ns: 0.09
crit_family: "multiplexers"
cp_max_fo: 12
cts_resized: 0
## state kept, by name, summed over array words and instances, names as in the netlist
signal                         cells
pulse_inst.cnt_ff                 32
gen_renerate.cnt0_inst.cnt_ff     16
pulse_inst.pulse_ff                1
## power by group
part	internal [mW]	switching (mW)
logic	0.189	0.160
registers	0.439	0.0753
clock network	0.101	0.139
## cells in the final DEF, fill, tap and decap left out, types with 2 or more instances in the layout
cell type	n
a21o_1	3
o22ai_1	4
or4_1	3
clkdlybuf4s50_1	13
nor3_1	12
xnor2_1	15
or2_2	2
nand4_1	11
o31ai_1	3
buf_4	2
or3_1	7
clkbuf_8	5
o21ai_0	12
dfrtp_1	49
and3_1	7
and2_1	3
and3b_1	4
a211oi_1	10
conb_1	9
ha_1	21
clkinvlp_4	2
nand4b_1	3
o22a_1	2
nand3_1	19
nand2_1	20
nor2b_1	5
xor2_1	7
inv_1	20
nor2_1	21
a21oi_1	22
and4_1	7
nand2b_1	2
and4b_1	2
o21ai_1	2
mux4_2	4
mux2i_1	2
o211ai_1	3
nor4_1	2
## metrics by stage
| step | area, um^2 | cells | total power, mW | setup slack (ns) | hold slack, ns |
|---|---|---|---|---|---|
| after floorplan | 3330 | 361 | 0.751 | 2.42 | 0.445 |
| after global placement | 3390 | 428 | 0.871 | 1.63 | 0.465 |
| after detailed placement | 3390 | 428 | 0.870 | 1.62 | 0.463 |
| after CTS | 3480 | 436 | 1.12 | 1.28 | 0.481 |
| after global routing | 3480 | 436 | 1.18 | 1.06 | 0.518 |
| final | 3480 | 436 | 1.10 | 1.33 | 0.480 |
## how the worst max path moves through the flow
| stage | to | slack (ns) | cells after the start | from |
|---|---|---|---|---|
| after CTS | seg[3] | 1.28 | 5 | pulse_inst.cnt_ff[15] |
| final | seg[3] | 1.33 | 5 | pulse_inst.cnt_ff[15] |
| after global routing | seg[0] | 1.06 | 7 | pulse_inst.cnt_ff[15] |
## worst reg2reg max path, cell delays in order (launching register included)
cell and delay [ns]:
dfrtp_1 0.54, nor4_1 0.31, nand4_1 0.22, nor3_2 0.40, buf_4 0.26, o21ai_1 0.08
## cells by family (layout without fill, tap and decap cells)
kind of cell	count (synthesis)	after routing	share of synthesized area
XOR/XNOR	22	22	0.0584
adder cells (fa/ha/maj)	21	21	0.0796
multiplexers	7	7	0.0368
buffers and inverters	46	44	0.0781
AND/OR/NAND/NOR	138	138	0.243
other	2	9	0.00228
AND-OR/OR-AND	69	69	0.131
flip-flops	49	49	0.371
## routing by layer
metal / global-route usage / vias to the layer above / wire length, um / part of all wire
li1: - / 1262 / - / -
met1: 0.341 / 1174 / 3410 / 0.54
met2: 0.270 / 51 / 2560 / 0.41
met3: 0.0323 / 5 / 261 / 0.042
met4: 0.0157 / 0 / 48 / 0.0076
met5: 0 / - / 0 / 0
## layout make-up
class	count	area (um^2)	share of cell area
clock buffer	6	72.6	0.0209
clock inverter	2	15.0	0.00432
inverter	20	75.1	0.0216
multi-input combinational	266	1840	0.530
sequential	49	1230	0.353
tap	77	96.3	0.0277
timing repair buffer	16	150	0.0432
No activity file was given, so power comes from the tool's default toggle rates.
